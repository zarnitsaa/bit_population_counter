<file path="flow/design.v">
module bit_population_counter6 #(
parameter int WIDTH=20
)(
input logic clk_i,
input logic srst_i,
input logic [WIDTH-1:0] data_i,
input logic data_val_i,
output logic [$clog2(WIDTH):0] data_o,
output logic data_val_o
);
logic [WIDTH-1:0] width;
always_comb
begin
	width=0;
	for (int i=0; i<WIDTH; i++) 
	width=width+data_i[i];
end
always_ff @(posedge clk_i)
if (srst_i) data_val_o<=1'b0;
else if (data_val_i) 
	begin
	data_val_o<=1'b1;
	data_o<=width;
	end
else data_val_o<=1'b0;
endmodule
</file>
<file path="flow/run.sh">
#!/bin/bash
# OpenROAD 26Q1-2900-gdf79404cd8, Yosys 0.63+post, stock flow scripts
make -C /OpenROAD-flow-scripts/flow DESIGN_CONFIG=/design/flow/config.mk WORK_HOME=/design/flow/orfs finish
</file>
<file path="flow/config.mk">
export PLATFORM = sky130hd
export DESIGN_NAME = bit_population_counter6
export DESIGN_NICKNAME = bit_population_counter6
export VERILOG_FILES = /design/flow/design.v
export SDC_FILE = /design/flow/constraint.sdc
export NUM_CORES = 4
export LEC_CHECK = 1
export CORE_AREA = 10 10 94 94
export DIE_AREA = 0 0 104 104
</file>
<file path="flow/constraint.sdc">
current_design bit_population_counter6

set clk_period 4.8
set clk_io_pct 0.2

create_clock -name clk0 -period $clk_period [get_ports {clk_i}]

set non_clock_inputs [all_inputs -no_clocks]
set_input_delay [expr $clk_period * $clk_io_pct] -clock clk0 $non_clock_inputs
set_output_delay [expr $clk_period * $clk_io_pct] -clock clk0 [all_outputs]
</file>
==> changes_impl.md <==
### Implementation results

- Clock Path Buffers: 2
- Setup TNS: 0 ns
- Post-Place Setup Slack: -0.479 ns
- Final core utilization: 16.9%
- Antenna diode count: 0
- Grt met1 use: 4.04%
- Post-synthesis cell count: 61
- Max-cap violations: 0
- Worst Path Max Fanout: 2
- Min-Delay Path Class: primary input to register
- H-tree Lvls: 1
- FF+latch area: 170 sq um
- Yosys stat area: 698 sq um
- RSZ-0062 raised after global routing: false
- Final Cell Area: 1150 sq um
- Most Crowded Layer GR: met1
- Starting DRT DRC Count: 3
- Top cell excl fill/tap: inv_1
- Initial antenna violation count: 0
- Fmax: 0.216 GHz
- PwrDens: 443 nW/um^2
- Crit-path cells: dlygate4sd2_1, inv_2, fa_1, inv_1, fa_2, fa_1, fa_1, inv_1, fa_1, inv_2, ha_4, fa_2, a21oi_2, o21bai_1
- Critical path class: primary input to register
- Antenna-violating nets left: 0
- Crit path time final: 4.63 ns
- Top-Level Pins: 30
- Leak: 0.514 nW
- WL final: 1.43 mm
- Outcome: finished, final reports clean
- Clock Sinks: 6
- Wire per inst: 7.57 microns
- DRC: 0
- WP data arrival: 4.60 ns
- Root buffer selected by CTS: clkbuf_8
- Vias/cell: 2.42
- Gate Area: 452 sq um
- GRT Util Overall: 2.81%
- Post-synthesis cell count from yosys: 61
- Dpl hpwl: 1.38 mm
- Cts hold-fix bufs: 0
- Detailed Routing Iterations Pass 1: 2
- Mean Syn Cell Area: 11.4 sq um
- Die X: 104 microns
- Largest stage delay on the critical path: 0.54 ns
- Top Layout Cells: inv_1, clkdlybuf4s50_1, fa_1
- Die area: 10,800 sq um
- Post-layout period usage: 96.4%
- TritonCTS clock tree: done
- Peak VDD IR: 177 uV
- DP Area: 1100 sq um
- Final Hold Viols: 0
- Final hold slack: 1.31 ns
- Total Power: 511 uW
- Grt met2 use: 3.92%
- FP Util: 10.2%
- DR vias: 457
- Finished Layout Cells: 189
- Tool warnings: 27
- Crit path DRT: 4.77 ns
- GRT Residual Overflow: 0
- Fraction of layout cells with a size suffix above 1: 11.8%
- Placed cells: 185
- RD Place Congestion: 0.683
- Worst path most repeated cell: fa_1
- Fin. max-slew vios: 0
- CTS clk-pin slew, worst paths: 0.04 ns
- Core area: 6830 sq um
- Synth Register Bits: 6
- Slowest-stage cell, CP: fa_2
- Post-synth cell types: 13
- M3 GR Usage: 1.07%
- Port Buf Inserts: 28
- Global-route wire length before repair: 2.44 mm
- Mapped Area: 698 sq um
- Synth Seq Share: 24.4%
- Largest net degree at the start of global routing: 6
- Final setup margin: 0.173 ns
- Die H: 104 microns
- Setup crit end kind: register
- # setup viols final: 0
- Layout area overhead: 65.2%
- Vias in the first global route: 518
- Worst setup SP type: primary input
- Fillcell total: 781
- Yosys warning tally: 1
- CTS buffer count: 3
- Num rows: 30
-- state kept, by name (all words and copies together), names as in the netlist --
signal / flops
data_val_o: 1
data_o: 5
-- area by class of cell --
class | instances | share of cell area (%)
Sequential cell | 6 | 14.8
Clock buffer | 4 | 3.90
Inverter | 24 | 7.81
Timing Repair Buffer | 29 | 24.0
Tap cell | 96 | 10.4
Multi-Input combinational cell | 30 | 39.2
-- layer usage --
| layer | routed length, microns | share of wire (%) |
|---|---|---|
| met1 | 757 | 53 |
| met2 | 529 | 37 |
| met3 | 102 | 7.1 |
| met4 | 40 | 2.8 |
| met5 | 0 | 0 |
-- final timing paths --
kind                  startpoint                    end  cells after the start
worst max-delay path  data_i[11]    data_o[4]$_DFFE_PP_                     14
worst min-delay path      srst_i  data_val_o$_SDFF_PP0_                      2
-- worst max-delay path: cells and delay by family --
family | cells | cell delay [ns]
compound gates | 2 | 0.23
fa+ha+maj | 7 | 3.01
buf+inv | 5 | 0.38
-- logic make-up after synthesis --
group	Yosys count	share of synthesized area, %
AND-OR/OR-AND	4	4.12
XOR/XNOR	2	2.51
adder cells (fa/ha/maj)	21	52.7
buffers and inverters	25	14.0
flip-flops	6	24.4
other	1	0.537
AND/OR/NAND/NOR	2	1.79
-- synth_stat cells --
library cell  instances  area share, %
dfxtp_1               1            2.9
a21oi_2               1            1.3
ha_1                  7             13
fa_1                 14             40
conb_1                1           0.54
a21o_1                1            1.1
inv_1                24             13
edfxtp_1              5             22
nor2b_1               2            1.8
xor2_1                2            2.5
a21oi_1               1           0.72
buf_4                 1            1.1
o21bai_1              1            1.1
-- what timing repair did --
item / 4_1_cts / 5_1_grt
buffers inserted: 0 / 0
pin swaps: 11 / 5
endpoints found under the setup margin: 4 / 1
resized: 15 / 1
-- power by group --
group	switching (mW)	total, mW	internal, mW
registers	0.00450	0.103	0.0988
clock network	0.0216	0.0787	0.0571
logic	0.157	0.329	0.173
Power is estimated from default activity; no workload was simulated.
